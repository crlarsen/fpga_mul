### design/flow/design.v
`timescale 1ns / 1ps
module debounce(clk, btnin, btnout);
  input clk, btnin;
  output btnout;
  reg [2:0] delay;
  initial
    begin
      delay = 3'b000;
    end
  always @(posedge clk)
    begin
      if (clk)
        begin
          delay = {btnin, delay[2:1]};
        end
    end
  assign btnout = &delay;
endmodule
module pulse(clk, btn, we);
  input clk, btn;
  output we;
  reg [2:0] delay;
  initial
    begin
      delay = 3'b000;
    end
  always @(posedge clk)
    begin
      if (clk)
        begin
          delay = {btn, delay[2], ~delay[1]};
        end
    end
  assign we = &delay;
endmodule
module register(clk, clr, we, d, q);
  parameter N = 8;
  input clk, clr, we;
  input [N-1:0] d;
  output [N-1:0] q;
  reg [N-1:0] q;
  always @(posedge clk or posedge clr)
    begin
      if (clr)
        q = {N{1'b0}};
      else if (clk)
        if (we)
          q = d;
    end
endmodule
module latch(clk, pass, d, q);
  parameter N = 8;
  input clk, pass;
  input [N-1:0] d;
  output [N-1:0] q;
  reg [N-1:0] q;
  always @(posedge clk)
    begin
      if (clk)
        if (pass)
          q = d;
    end
endmodule
module fpga_mul(clk, btnL, btnC, btnR, sw, led, seg, an, dp);
  parameter NEXP = 5;
  parameter NSIG = 10;
  input clk, btnL, btnC, btnR;
  input [NEXP+NSIG:0] sw;
  output [NEXP+NSIG:0] led;
  output [0:6] seg;
  output [3:0] an;
  output dp;
  wire [15:0] hexdigits;
  wire [15:0] b, bHold, p;
parameter NORMAL = 0;
parameter SUBNORMAL = NORMAL + 1;
parameter ZERO = SUBNORMAL + 1;
parameter INFINITY = ZERO + 1;
parameter QNAN = INFINITY + 1;
parameter SNAN = QNAN + 1;
parameter LAST_FLAG = SNAN + 1;
parameter BIAS = ((1 << (NEXP - 1)) - 1);  
parameter EMAX = BIAS;  
parameter EMIN = (1 - EMAX);  
  wire [LAST_FLAG-1:0] flags;
  wire clr, we, pass, clk190;
  reg [30:0] counter;
  debounce U0(clk190, btnC, pass);
  assign hexdigits = pass ? p : sw;
  always @(posedge clk)
    begin
      if (clk)
        counter = counter + 1;
    end
  assign clk190 = counter[18];
  debounce U1(clk190, btnR, clr);
  pulse U2(clk190, btnL, we);
  register #(16) U3(clk190, clr, we, hexdigits, b);
  latch #(16) U4(clk190, ~pass, b, bHold);
  fp_mul #(5,10) U5(sw, bHold, p, flags);
  x7seg U6(hexdigits, clk, clr, seg, an);
  assign led = b;
  assign dp = ~0;
endmodule
### design/flow/run.sh
#!/bin/bash
# OpenROAD 26Q1-2900-gdf79404cd8, Yosys 0.63+post, stock flow scripts
make -C /OpenROAD-flow-scripts/flow DESIGN_CONFIG=/design/flow/config.mk WORK_HOME=/design/flow/orfs finish
### design/flow/config.mk
export PLATFORM = sky130hd
export DESIGN_NAME = register
export DESIGN_NICKNAME = register
export VERILOG_FILES = /design/flow/design.v
export SDC_FILE = /design/flow/constraint.sdc
export NUM_CORES = 4
export LEC_CHECK = 1
export CORE_AREA = 10 10 70 70
export DIE_AREA = 0 0 80 80
### design/flow/constraint.sdc
current_design register

set clk_period 1.1
set clk_io_pct 0.2

create_clock -name clk0 -period $clk_period [get_ports {clk}]

set non_clock_inputs [all_inputs -no_clocks]
set_input_delay [expr $clk_period * $clk_io_pct] -clock clk0 $non_clock_inputs
set_output_delay [expr $clk_period * $clk_io_pct] -clock clk0 [all_outputs]
==> summary.txt <==
Physical design

The leakage power stands at 0.2922 nW. The clock-pin slew on the worst setup and hold paths stands at 50 ps. The number of nets with antenna violations after detailed routing stands at 0. Using the TritonRoute via totals, the vias-per-cell ratio works out to 2.637. For this run, the slowest stage of the critical path takes 500 ps. The power per cell area stands at 1122 nW/um^2. For the final routed database, the setup TNS stands at 0 ps. The post-layout period usage of the worst path stands at 94.37%. The share of cells above drive strength 1 stands at 40.00%. According to the floorplan log, the row count is 21. Wires add up to 912 um. The critical path endpoint has a required time of 1220 ps. Leaving out fill and tap cells, the most frequent cells in the layout are 10 x sky130_fd_sc_hd__clkdlybuf4s50_1, 8 x sky130_fd_sc_hd__mux2_4, 8 x sky130_fd_sc_hd__clkdlybuf4s15_1, 8 x sky130_fd_sc_hd__dfrtp_1, 6 x sky130_fd_sc_hd__buf_4. The power report shows net switching accounting for 19.20% of the total. Total global-route track usage over all layers is 2.863%. The tool warning count for the run is 25. The die outline area stands at 6400 sq um. Counting the buffers created by CTS gives 3. The number of storage elements in the synthesis netlist stands at 8. The initial antenna violation count is 0. The flow ran to the end, and the final reports show no timing, DRC or antenna violations. Per the detail_route report, routed wire per instance is 10.02 um. According to the Yosys statistics, the synthesized design has a chip area of 335.3 sq um. The worst hold slack across all endpoints stands at 227.4 ps. The data arrival time of the critical path stands at 1160 ps. For this run, the top clock speed supported by timing is 963.3 MHz. The overall power of the completed layout stands at 728.9 uW.

The register share of total power stands at 46.7%. Endpoints failing hold in the final report were tallied at 0. The total congestion overflow stands at 0.

The shortest clock period the worst path allows after layout stands at 1038 ps. Per the OpenROAD floorplan log, the width of the die is 80 um. Internal power comes to 589.0 uW.

Once iteration 0 of detailed routing completed, the report listed 19 DRC markers. The weighted congestion reported at the end of routability-driven placement stands at 0.7082. The number of standard cells after synthesis stands at 18. The first global-routing pass estimated 1.386 mm of wire. Among all stages on the critical path, the largest delay is contributed by sky130_fd_sc_hd__clkdlybuf4s50_1. The number of buffers inserted for hold repair after clock tree synthesis stands at 0.

The number of input and output port buffers inserted stands at 18. The launch point of the worst register-to-register path is recorded as q[1]. The routed design ends up with an antenna cell count of 0. Leaving out fill and tap cells, the most frequent cell in the layout is sky130_fd_sc_hd__clkdlybuf4s50_1.

The length of the first detailed-routing pass in iterations stands at 2. The number of clock sinks stands at 8. The total area inside the core boundary comes to 3416 sq um. Looking at the critical path, the highest net fanout was 8. The core utilization before placement stands at 9.817%. TritonCTS built the clock tree. The worst setup path is of the primary input to register kind. After synthesis, flip-flops and latches occupy 59.70% of the total area. The setup-violating endpoint count in the final report stands at 0. STA classifies the critical path startpoint as a primary input. The tree is rooted in a sky130_fd_sc_hd__clkbuf_4. The die is 80 um tall. Per the detail_route report, DRC violations left total 0. The number of buffers on the longest clock path stands at 2. The share of total power dissipated in combinational logic is 24.5%. The worst setup path is captured at a register. The slew check shows that the tightest pin keeps a relative margin of 79.53%. The clock latency on the worst-skew pair stands at 240 ps. Per STA, the startpoint of the critical path is we. The pin count of the biggest net entering global routing stands at 9.

The portion of total power attributed to the clock network stands at 28.8%. In this run the worst hold path is classified as primary input to asynchronous set/reset pin. Max-slew check failures listed in the final report amount to 0.

Setup repair after global routing left no endpoint under its margin. At the pin with the least slew margin, the transition time is 306.8 ps. According to the I/O placement log, the pin count is 19. The number of flip-flops in the largest register stands at 8.

The yosys stat cell total stands at 18. The layout overhead on the synthesized area stands at 93.66%. Counting the warning lines in the Yosys log gives 1. The per-instance average area after synthesis stands at 18.63 sq um.

In this run the cell area of the synthesized design comes to 335.3 sq um. CTS built an H-tree with a depth of 1. After legalization and detailed placement, the total HPWL measured 754.5 um. The switching power stands at 139.9 uW.

Max-cap violations in this run came to 0. The via count of the first global-routing pass stands at 260. The count of unique library cells instantiated by Yosys stands at 4. The via count stands at 240. The clock tree skew after final layout stands at 0 ps. The worst-case IR drop observed on VDD is 0.2707 mV.

In this run the critical path is formed by clkdlybuf4s50_1 > buf_12 > mux2_4.
cell type report:
| type | instances | area [sq um] |
|---|---|---|
| Clock buffer | 3 | 22.52 |
| Fill cell | 379 | 2766 |
| Inverter | 1 | 3.754 |
| Multi-Input combinational cell | 8 | 120.1 |
| Sequential cell | 8 | 200.2 |
| Tap cell | 46 | 57.56 |
| Timing Repair Buffer | 25 | 245.2 |
repair_timing:
action | 4_1_cts | 5_1_grt
gates resized | 12 | 4
setup endpoints to repair | 8 | 4
buffers inserted | 4 | 2
kinds of logic (layout without fill, tap and decap cells):
family | after synthesis | in the layout | share of synthesized area, %
mux | 8 | 8 | 35.82
buf+inv | 2 | 29 | 4.476
flops | 8 | 8 | 59.70
critical path, delay by kind of cell:
family,cells,cell delay (ps)
muxes,1,290
buffers and inverters,2,640
metrics by stage:
| stage | utilization (%) | cells | cell area, sq um | setup slack [ps] |
|---|---|---|---|---|
| 2_1_floorplan | - | 18 | 335.3 | 337.9 |
| 4_1_cts | 18.42 | 89 | 629.4 | 10.28 |
| 3_3_place_gp | 17.03 | 82 | 581.8 | -188.3 |
| 6_report | 19.01 | 91 | 649.4 | 61.94 |
| 3_5_place_dp | 17.03 | 82 | 581.8 | -199.6 |
| 5_1_grt | 19.01 | 91 | 649.4 | 20.92 |
per-layer routing:
layer / vias up / GRT usage, % / wire length (um)
met5: - / 0 / 0
met4: 0 / 1.585 / 34
met3: 2 / 0.6818 / 46
met2: 9 / 4.494 / 473
met1: 112 / 3.509 / 358
li1: 117 / - / -
path summary, 6_finish.rpt:
| kind | endpoint | slack (ps) | cells past startpoint |
|---|---|---|---|
| setup / recovery | q[3] | 60 | 3 |
| min in group clk0 | q[3] | 520 | 1 |
| setup reg to reg | q[1] | 110 | 3 |
| max in group asynchronous | q[3] | 640 | 2 |
| hold / removal | q[4] | 230 | 2 |
| hold reg to reg | q[3] | 520 | 1 |
power by group through the flow:
stage	Sequential [mW]	Clock [mW]	Combinational (mW)
after CTS	0.340	0.224	0.169
after global routing	0.345	0.235	0.193
final	0.340	0.210	0.179
Yosys cell counts:
cell / instances / share of area, %
sky130_fd_sc_hd__inv_1: 1 / 1.1
sky130_fd_sc_hd__buf_6: 1 / 3.4
sky130_fd_sc_hd__mux2_4: 8 / 36
sky130_fd_sc_hd__dfrtp_1: 8 / 60
Power is estimated from default activity; no workload was simulated.
