`/design/flow/design.v`:
```
module hex2_7seg(in,out);
  input [3:0] in;  
  output [6:0] out;  
  reg [6:0] out;
  always @(*)
    begin
      case (in)
         0: out = 7'b0000001;
         1: out = 7'b1001111;
         2: out = 7'b0010010;
         3: out = 7'b0000110;
         4: out = 7'b1001100;
         5: out = 7'b0100100;
         6: out = 7'b0100000;
         7: out = 7'b0001111;
         8: out = 7'b0000000;
         9: out = 7'b0000100;
        10: out = 7'b0001000;
        11: out = 7'b1100000;
        12: out = 7'b0110001;
        13: out = 7'b1000010;
        14: out = 7'b0110000;
        15: out = 7'b0111000;
        default: out = 7'bx;
      endcase
    end
  endmodule
```
`/design/flow/run.sh`:
```
#!/bin/bash
# OpenROAD 26Q1-2900-gdf79404cd8, Yosys 0.63+post, stock flow scripts
make -C /OpenROAD-flow-scripts/flow DESIGN_CONFIG=/design/flow/config.mk WORK_HOME=/design/flow/orfs finish
```
`/design/flow/config.mk`:
```
export PLATFORM = sky130hd
export DESIGN_NAME = hex2_7seg
export DESIGN_NICKNAME = hex2_7seg
export VERILOG_FILES = /design/flow/design.v
export SDC_FILE = /design/flow/constraint.sdc
export NUM_CORES = 4
export LEC_CHECK = 1
export CORE_AREA = 10 10 70 70
export DIE_AREA = 0 0 80 80
```
`/design/flow/constraint.sdc`:
```
current_design hex2_7seg

set clk_period 1.7
set clk_io_pct 0.2

create_clock -name clk0 -period $clk_period

set non_clock_inputs [all_inputs -no_clocks]
set_input_delay [expr $clk_period * $clk_io_pct] -clock clk0 $non_clock_inputs
set_output_delay [expr $clk_period * $clk_io_pct] -clock clk0 [all_outputs]
```
==> run_results.csv <==
group,metric,value,unit
outcome,status,"completed",
synthesis,yosys_warnings,1,
worst_hold_path,worstHoldPathCells,3,
synthesis,yosysSeqAreaShare,0,
floorplanning,die_area,6400,um2
worst_hold_path,hold_path_class,"input port to output pin",
floorplanning,die_height,80,um
worst_setup_path,crit_chain,"buf_6 > buf_6 > ha_2 > buf_4 > mux2i_1 > a21oi_2 > dlygate4sd2_1",
global_route,grt_remaining_overflow,0,
worst_setup_path,worstPathRequired,1.36,ns
detailed_routing,dr.pass1.iters,2,
worst_setup_path,crit_slowest_cell,"dlygate4sd2_1",
power_and_ir_drop,p_clk_frac,0,
synthesis,synth-cells-yosys,33,
worst_hold_path,min_from,"in[3]",
global_route,grt_pass1_wl,1248,um
power_and_ir_drop,p_int,0.06630,mW
flow_run,maxCapViolCount,0,
global_route,grtUsageTotal,0.02220,
worst_setup_path,cp_top_family,"buffers and inverters",
global_route,grt_pass1_vias,310,
detailed_routing,drt-vias-per-instance,3.091,
synthesis,topCellsByArea,"ha_1 33%, mux2i_1 22%, mux4_2 8.4%, nor2_1 7.0%, nand2b_1 4.7%",
detailed_routing,drt_iter0_drc,3,
worst_setup_path,crit_path_max_fanout,5,
worst_hold_path,hold_path_end,"out[3]",
synthesis,yosysTopAreaCell,"ha_1",
sta,finalCritPeriodShare,0.9824,
sta,setup_viol,0,
synthesis,synth_top_area_share,0.3256,
synthesis,synthTopCellsByCount,"7 x ha_1, 6 x mux2i_1, 5 x nor2_1",
worst_setup_path,start_kind,"input port",
placed_design,routabilityCongestion,0.7387,
synthesis,most_common_cell,"ha_1",
floorplanning,ios,11,
worst_setup_path,cp_num_buf_inv,4,
finish,ff_count,0,
floorplanning,coreArea,3416,um2
power_and_ir_drop,comb_power_share,1.000,
power_and_ir_drop,vdd_drop_max,0.00002944,V
sta,slew_headroom,0.8845,
sta,fmax,598.8,MHz
floorplanning,fp-utilization,0.07875,
worst_setup_path,arrival,1.33,ns
synthesis,ys_area,269.0,um2
finish,layout.cells.non_filler,99,
finish,clock_buffers,0,
power_and_ir_drop,p_sw,0.04346,mW
clocking,cts_hold_buf,0,
power_and_ir_drop,seqPwrFrac,0,
power_and_ir_drop,swShare,0.3959,
worst_setup_path,end_kind,"output pin",
power_and_ir_drop,power_density,204.5,nW/um2
detailed_routing,routedWlPerCell,7.899,um
synthesis,syn-cell-area,269.0,um2
sta,slew_viol_final,0,
placed_design,hpwl,604.1,um
detailed_routing,insertedDiodeCount,0,
synthesis,netlist_instances,33,
detailed_routing,dr_total_vias,306,
power_and_ir_drop,p_leak,0.2555,nW
finish,drive_above_1_share,0.4340,
detailed_routing,drcViolationCount,0,
flow_run,log.warning_count,38,
placed_design,dpl.cell_count,96,
synthesis,synth_cell_type_count,13,
floorplanning,dieWidth,80,um
detailed_routing,postRouteWirelength,782,um
sta,worst_slew_pin_slew,0.1684,ns
worst_setup_path,crit_type,"input port to output pin",
worst_setup_path,cpPeakStageDelay,0.24,ns
finish,seqCellArea,0,um2
sta,period_minus_slack,1.670,ns
finish,fill_cells,382,
sta,hold_violations,0,
floorplanning,fp-row-count,21,
sta,tns,0,ns
placed_design,port_buffers,11,
synthesis,synth.avg_cell_area,8.152,um2
worst_setup_path,cpMostUsedCell,"buf_6",
global_route,grt_max_degree,11,
finish,area_delta_synth_final,99.53,%
detailed_routing,drtAntennaViolNets,0,
global_route,antenna_found_initial,0,
==> logic make-up after synthesis <==
| logic type | synth area share |
|---|---|
| AND/OR/NAND/NOR | 0.1302 |
| multiplexers | 0.3070 |
| adder cells (fa/ha/maj) | 0.3256 |
| AND-OR/OR-AND | 0.1395 |
| buffers and inverters | 0.09766 |
==> how the worst max path moves through the flow <==
| stage | from | to | slack, ns | cells after the start |
|---|---|---|---|---|
| global route | in[0] | out[3] | -0.006 | 6 |
| finish | in[0] | out[1] | 0.03 | 7 |
| CTS | in[0] | out[3] | 0.02 | 6 |
==> power groups by stage <==
stage | clock (mW) | sequential, mW | combinational [mW]
after global routing | 0 | 0 | 0.123
after CTS | 0 | 0 | 0.105
final | 0 | 0 | 0.110
==> layout by cell type, fill, tap and decap left out, drive strengths merged, types with 2 or more instances in the layout <==
| cell type | n |
|---|---|
| buf | 14 |
| inv | 3 |
| nor2 | 5 |
| a21oi | 2 |
| dlygate4sd2 | 6 |
| nand2b | 2 |
| ha | 7 |
| o21ai | 2 |
| mux2i | 6 |
==> routing by layer <==
layer | wire length (um) | vias to the layer above | share of wire | GRT usage
li1 | - | 156 | - | -
met1 | 332 | 142 | 0.42 | 0.02384
met2 | 382 | 8 | 0.49 | 0.04494
met3 | 66 | 0 | 0.084 | 0.004545
met4 | 0 | 0 | 0 | 0
met5 | 0 | - | 0 | 0
==> repair_timing <==
| item | in CTS | in global routing |
|---|---|---|
| setup buffers | 3 | 0 |
| gates resized | 31 | 5 |
| pin swaps | 2 | 2 |
| setup endpoints to repair | 7 | 7 |
==> cell type report <==
cell class                 count  area [um2]  share of cell area
tap                           46       57.56              0.1072
multi-input combinational     28       271.5              0.5058
timing repair buffer          22       196.4              0.3660
inverter                       3       11.26             0.02098
==> worst min-delay path: cells and delay by family <==
kind,cells,cell delay (ns)
buffers and inverters,2,0.23
muxes,1,0.22
==> per-stage QoR <==
step	setup WS, ns	hold WS (ns)	total power [mW]	util	area [um2]
global placement	-0.7414	1.765	0.1038	0.1410	481.7
finish	0.02988	1.141	0.1098	0.1571	536.8
floorplan	0.2500	0.7801	0.04217	-	269.0
detailed placement	-0.7452	1.768	0.1048	0.1410	481.7
CTS	0.01903	1.231	0.1053	0.1516	518.0
global route	-0.006053	1.196	0.1226	0.1571	536.8
Power and IR drop assume default switching activity.
