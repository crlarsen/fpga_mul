`/design/flow/config.mk`:
```
export PLATFORM = sky130hd
export DESIGN_NAME = fp_mul
export DESIGN_NICKNAME = fp_mul
export VERILOG_FILES = /design/flow/design.v
export SDC_FILE = /design/flow/constraint.sdc
export NUM_CORES = 4
export LEC_CHECK = 1
export CORE_UTILIZATION = 50
```
`/design/flow/constraint.sdc`:
```
current_design fp_mul

set clk_period 23.9
set clk_io_pct 0.2

create_clock -name clk0 -period $clk_period

set non_clock_inputs [all_inputs -no_clocks]
set_input_delay [expr $clk_period * $clk_io_pct] -clock clk0 $non_clock_inputs
set_output_delay [expr $clk_period * $clk_io_pct] -clock clk0 [all_outputs]
```
`/design/flow/design.v`:
```
`timescale 1ns / 1ps
module fp_class(f, fExp, fSig, fFlags);
    parameter NEXP = 5;
    parameter NSIG = 10;
    parameter CLOG2_NSIG = $clog2(NSIG+1);
    input [NEXP+NSIG:0] f;
    output signed [NEXP+1:0] fExp;
    reg signed [NEXP+1:0] fExp;
    output [NSIG:0] fSig;
    reg [NSIG:0] fSig;
parameter NORMAL = 0;
parameter SUBNORMAL = NORMAL + 1;
parameter ZERO = SUBNORMAL + 1;
parameter INFINITY = ZERO + 1;
parameter QNAN = INFINITY + 1;
parameter SNAN = QNAN + 1;
parameter LAST_FLAG = SNAN + 1;
parameter BIAS = ((1 << (NEXP - 1)) - 1);  
parameter EMAX = BIAS;  
parameter EMIN = (1 - EMAX);  
    output [LAST_FLAG-1:0] fFlags;
    wire expOnes, expZeroes, sigZeroes;
    assign expOnes   =  &f[NEXP+NSIG-1:NSIG];
    assign expZeroes = ~|f[NEXP+NSIG-1:NSIG];
    assign sigZeroes = ~|f[NSIG-1:0];
    assign fFlags[SNAN]      =  expOnes   & ~sigZeroes & ~f[NSIG-1];
    assign fFlags[QNAN]      =  expOnes                &  f[NSIG-1];
    assign fFlags[INFINITY]  =  expOnes   &  sigZeroes;
    assign fFlags[ZERO]      =  expZeroes &  sigZeroes;
    assign fFlags[SUBNORMAL] =  expZeroes & ~sigZeroes;
    assign fFlags[NORMAL]    = ~expOnes   & ~expZeroes;
    reg [NSIG:0] mask = ~0;
    reg [CLOG2_NSIG-1:0] sa;
    integer i;
    always @(*)
      begin
        fExp = f[NEXP+NSIG-1:NSIG];
        fSig = f[NSIG-1:0];
        sa = 0;
        if (fFlags[NORMAL])
          {fExp, fSig} = {f[NEXP+NSIG-1:NSIG] - BIAS, 1'b1, f[NSIG-1:0]};
        else if (fFlags[SUBNORMAL])
          begin
            for (i = (1 << (CLOG2_NSIG - 1)); i > 0; i = i >> 1)
              begin
                if ((fSig & (mask << (NSIG + 1 - i))) == 0)
                  begin
                    fSig = fSig << i;
                    sa = sa | i;
                  end
              end
            fExp = EMIN - sa;
          end
      end
endmodule
`timescale 1ns / 1ps
module fp_mul(a, b, p, pFlags);
  parameter NEXP = 5;
  parameter NSIG = 10;
  input [NEXP+NSIG:0] a, b;
  output [NEXP+NSIG:0] p;
parameter NORMAL = 0;
parameter SUBNORMAL = NORMAL + 1;
parameter ZERO = SUBNORMAL + 1;
parameter INFINITY = ZERO + 1;
parameter QNAN = INFINITY + 1;
parameter SNAN = QNAN + 1;
parameter LAST_FLAG = SNAN + 1;
parameter BIAS = ((1 << (NEXP - 1)) - 1);  
parameter EMAX = BIAS;  
parameter EMIN = (1 - EMAX);  
  output [LAST_FLAG-1:0] pFlags;
  reg [LAST_FLAG-1:0] pFlags;
  wire signed [NEXP+1:0] aExp, bExp;
  reg signed [NEXP+1:0] pExp, t1Exp, t2Exp;
  wire [NSIG:0] aSig, bSig;
  reg [NSIG:0] pSig, tSig;
  reg [NEXP+NSIG:0] pTmp;
  wire [2*NSIG+1:0] rawSignificand;
  wire [LAST_FLAG-1:0] aFlags, bFlags;
  reg pSign;
  fp_class #(NEXP,NSIG) aClass(a, aExp, aSig, aFlags);
  fp_class #(NEXP,NSIG) bClass(b, bExp, bSig, bFlags);
  assign rawSignificand = aSig * bSig;
  always @(*)
  begin
    pSign = a[NEXP+NSIG] ^ b[NEXP+NSIG];
    pTmp = {pSign, {NEXP{1'b1}}, 1'b0, {NSIG-1{1'b1}}};   
    pFlags = 6'b000000;
    if ((aFlags[SNAN] | bFlags[SNAN]) == 1'b1)
      begin
        pTmp = aFlags[SNAN] == 1'b1 ? a : b;
        pFlags[SNAN] = 1;
      end
    else if ((aFlags[QNAN] | bFlags[QNAN]) == 1'b1)
      begin
        pTmp = aFlags[QNAN] == 1'b1 ? a : b;
        pFlags[QNAN] = 1;
      end
    else if ((aFlags[INFINITY] | bFlags[INFINITY]) == 1'b1)
      begin
        if ((aFlags[ZERO] | bFlags[ZERO]) == 1'b1)
          begin
            pTmp = {pSign, {NEXP{1'b1}}, 1'b1, {NSIG-1{1'b0}}};  
            pFlags[QNAN] = 1;
          end
        else
          begin
            pTmp = {pSign, {NEXP{1'b1}}, {NSIG{1'b0}}};
            pFlags[INFINITY] = 1;
          end
      end
    else if ((aFlags[ZERO] | bFlags[ZERO]) == 1'b1 ||
             (aFlags[SUBNORMAL] & bFlags[SUBNORMAL]) == 1'b1)
      begin
        pTmp = {pSign, {NEXP+NSIG{1'b0}}};
        pFlags[ZERO] = 1;
      end
    else  
      begin
        t1Exp = aExp + bExp;
        if (rawSignificand[2*NSIG+1] == 1'b1)
          begin
            tSig = rawSignificand[2*NSIG+1:NSIG+1];
            t2Exp = t1Exp + 1;
          end
        else
          begin
            tSig = rawSignificand[2*NSIG:NSIG];
            t2Exp = t1Exp;
          end
        if (t2Exp < (EMIN - NSIG))   
          begin                      
            pTmp = {pSign, {NEXP+NSIG{1'b0}}};
            pFlags[ZERO] = 1;
          end
        else if (t2Exp < EMIN)  
          begin
            pSig = tSig >> (EMIN - t2Exp);
            pTmp = {pSign, {NEXP{1'b0}}, pSig[NSIG-1:0]};
            pFlags[SUBNORMAL] = 1;
          end
        else if (t2Exp > EMAX)  
          begin
            pTmp = {pSign, {NEXP{1'b1}}, {NSIG{1'b0}}};
            pFlags[INFINITY] = 1;
          end
        else  
          begin
            pExp = t2Exp + BIAS;
            pSig = tSig;
            pTmp = {pSign, pExp[NEXP-1:0], pSig[NSIG-1:0]};
	    pFlags[NORMAL] = 1;
          end
      end  
  end
  assign p = pTmp;
endmodule
```
`/design/flow/run.sh`:
```
#!/bin/bash
# OpenROAD 26Q1-2900-gdf79404cd8, Yosys 0.63+post, stock flow scripts
make -C /OpenROAD-flow-scripts/flow DESIGN_CONFIG=/design/flow/config.mk WORK_HOME=/design/flow/orfs finish
```
==> results.yml <==
# flow metrics
logic_synthesis:
  netlist_instances: 1044
  synthesis.area_um2: 7580
  ys_cells: 1044
  synthDistinctLibCells: 82
  ys_top_cells_by_area: "sky130_fd_sc_hd__fa_1, sky130_fd_sc_hd__ha_1, sky130_fd_sc_hd__nor2_1, sky130_fd_sc_hd__inv_1, sky130_fd_sc_hd__nand2_1"
  syn_avg_cell_area_um2: 7.26
  yosysChipArea_um2: 7580
  synth-seq-area-share_pct: 0
  top_cell_area_share_pct: 21.1
  top_area_cell: "sky130_fd_sc_hd__fa_1"
  synth_warnings: 2
placement:
  dp.final_hpwl_um: 19500
  buffer_ports.inserted: 54
  place_congestion: 0.953
  place_area_um2: 8300
  dpl.cell_count: 1252
  dp_worst_setup_slack_ns: 3.06
global_routing:
  grt_max_degree: 29
  first_global_vias: 7300
  grt_pass1_wl_um: 39300
  grt_busiest_layer: "met1"
  global_route.usage.met3_pct: 5.15
  use_met1_pct: 50.8
  antenna_violations_before_repair: 0
  globalRoute.totalOverflow: 0
  overall_routing_resource_usage_pct: 32.6
  globalRouteMet2Util_pct: 50.3
worst_hold_path:
  min-delay-path-class: "input port to output port"
sta:
  setup_violations_final: 0
  rsz0062_at_grt: "no"
  finalCritPeriodShare_pct: 87.6
  finalCriticalPeriod_ns: 20.94
  worst-slew-pin-transition_ns: 0.862
  setup-tns-final_ns: 0
  slew_violations: 0
  max_slew_margin_pct: 42.3
  hold_viol_final: 0
  post-route-worst-setup-slack_ns: 2.96
  max_freq_mhz: 47.8
worst_setup_path:
  kind_of_capture_point_of_the_worst_setup_path: "output port"
  timing_worst_setup_path_type: "input port to output port"
  critical_path_arrival_ns: 16.16
  worst-path-max-fanout: 28
  crit_family: "simple AND/OR/NAND/NOR gates"
  worst_setup_path_start_kind: "input port"
  slowest_stage: "sky130_fd_sc_hd__or4_1"
  timing.critical_path.buf_inv: 6
  critical-path-max-stage-delay_ns: 0.70
  critPathMostFrequentCell: "sky130_fd_sc_hd__fa_1"
  crit_required_ns: 19.12
finish:
  fillerInstances: 1421
  flop-count: 0
  highest_count_logic_cell_in_the_final_layout: "sky130_fd_sc_hd__nor2_1"
  layoutNonFillerInstCount: 1252
  postLayoutCellArea_um2: 8300
  seqCellArea_um2: 0
  drive_above_1_share_pct: 6.65
  lay_top_cells: "sky130_fd_sc_hd__nor2_1, sky130_fd_sc_hd__inv_1, sky130_fd_sc_hd__nand2_1"
  syn2layout_area_growth_pct: 9.59
  clock_buffers: 0
  layout.core_utilization_pct: 56.7
run_status:
  run_status: "finished clean"
detailed_routing:
  detail-route-antenna-nets: 0
  total_routed_length_um: 23500
  count_of_antenna_diodes_in_the_layout: 0
  route.vias.total: 7535
  detail_route.vias_per_cell: 6.02
  first_iter_violations: 544
  drt-wirelength-per-cell_um: 18.8
  drt_drc_violations_left: 0
  drt_pass1_iterations: 17
clock_network:
  cts_hold_buffers: 0
  post-cts-setup-buffer-count: 0
  post_cts_resize_count: 0
floorplanning:
  io-pin-count: 54
  placementRows: 44
  die-height_um: 125
  fp.coreArea_um2: 14600
  pre_place_util_pct: 51.7
  chip_area_um2: 15700
  die_x_um: 125
job:
  log.warning_count: 35
  max_cap_viol_count: 0
area by class of cell:
type,count,area (um2),area share (%)
multi-input cells,872,6900,83.1
inverters,116,435,5.24
well taps,184,230,2.77
repair buffers,80,736,8.86
cells in the mapped netlist, types with 4 or more instances:
cell / number
sky130_fd_sc_hd__and3_1: 15
sky130_fd_sc_hd__or3_1: 5
sky130_fd_sc_hd__nor3b_1: 7
sky130_fd_sc_hd__o31ai_1: 5
sky130_fd_sc_hd__mux2_2: 7
sky130_fd_sc_hd__nand2_1: 86
sky130_fd_sc_hd__a21oi_1: 63
sky130_fd_sc_hd__a21o_1: 19
sky130_fd_sc_hd__a22oi_1: 11
sky130_fd_sc_hd__or4_1: 5
sky130_fd_sc_hd__a221oi_1: 7
sky130_fd_sc_hd__o22ai_1: 5
sky130_fd_sc_hd__inv_1: 115
sky130_fd_sc_hd__and2_1: 15
sky130_fd_sc_hd__a22o_1: 4
sky130_fd_sc_hd__o21ai_0: 47
sky130_fd_sc_hd__mux4_2: 5
sky130_fd_sc_hd__xnor2_1: 19
sky130_fd_sc_hd__nor3_1: 28
sky130_fd_sc_hd__clkbuf_1: 46
sky130_fd_sc_hd__a31oi_1: 12
sky130_fd_sc_hd__o21a_1: 7
sky130_fd_sc_hd__or2_2: 12
sky130_fd_sc_hd__ha_1: 73
sky130_fd_sc_hd__nor4b_1: 4
sky130_fd_sc_hd__nand4_1: 12
sky130_fd_sc_hd__mux2i_1: 19
sky130_fd_sc_hd__fa_1: 80
sky130_fd_sc_hd__a2111oi_0: 5
sky130_fd_sc_hd__nand2b_1: 29
sky130_fd_sc_hd__buf_1: 4
sky130_fd_sc_hd__o21ai_1: 6
sky130_fd_sc_hd__xor2_1: 11
sky130_fd_sc_hd__o211ai_1: 8
sky130_fd_sc_hd__nor2_1: 131
sky130_fd_sc_hd__nand3_1: 20
sky130_fd_sc_hd__nor4_1: 5
sky130_fd_sc_hd__a211oi_1: 17
sky130_fd_sc_hd__nor2b_1: 11
stage by stage:
stage / hold WS [ns]
after global routing: 10.64
after floorplan: 9.62
after detailed placement: 10.61
final: 10.60
after global placement: 10.62
after CTS: 10.61
path summary, 6_finish.rpt:
kind | slack (ns) | cells past startpoint | from | endpoint
setup / recovery | 2.96 | 35 | a[4] | p[9]
hold / removal | 10.60 | 3 | b[15] | p[15]
tightest hold or removal path: cells and delay by family:
family,cells,cell delay [ns]
compound gates,1,0.20
buf+inv,2,0.83
routing by layer:
layer	vias up	share of wire, %
met2	252	45
li1	3692	-
met4	0	1.2
met1	3570	46
met5	-	0
met3	21	7.9
logic make-up after synthesis:
logic type	share of synthesized area (%)
muxes	5.42
buffers and inverters	8.90
and+or+nand+nor	26.4
xor gates and xnor gates	3.90
AOI/OAI and AO/OA	22.2
adders and majority gates	33.2
